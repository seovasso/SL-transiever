**flow/design.v**
```verilog
module ApbCommunicator #(parameter CHANNEL_COUNT = 1)
(
input                       pclk,  
input                       preset_n,  
input       [15:0]          paddr,
input                       psel,
input                       penable,
input                       pwrite,
input       [31:0]          pwdata,
output  reg                 pready,
output  reg [31:0]          prdata,
output  reg                 pslverr,
input                       fifo_read_empty,
input                       fifo_write_full,
input                       fifo_write_empty,
input        [33:0]         fifo_read_data,
output  reg                 fifo_read_inc,
output  reg  [33:0]         fifo_write_data,
output  reg                 fifo_write_inc,
output  wire  [CHANNEL_COUNT*2-1:0] soft_reset_n
    );
parameter WRF = 3;  
parameter CONFIG_ADDR    = 16'd1,
          DATA_ADDR      = 16'd2,
          STATUS_ADDR    = 16'd3,
          CHANNEL_ADDR   = 16'd4,
          POWER_MNG_ADDR = 16'd5;
parameter CONFIG_MODIFIER    = 2'd0,
          DATA_MODIFIER      = 2'd1,
          STATUS_MODIFIER    = 2'd2,
          INST_ADDR_MODIFIER   = 2'd3;
parameter APB_CONFIG_REG_WIDTH = 16;
parameter APB_STATUS_REG_WIDTH = 16;
parameter INST_ADDR_REG_WITH = 6;
parameter CBF = 8,
          CBE = 9;
parameter IDLE        = 0,
          WRITE       = 1,
          READ        = 2,
          WRITE_END   = 3,
          READ_END    = 4;
reg [ 4:0] state_r;
reg [ 4:0] next_r;
always @( posedge pclk, negedge preset_n ) begin
  if( !preset_n ) begin
    state_r       <= 5'b0;
    state_r[IDLE] <= 1'b1;
  end
  else  state_r <= next_r;
end
always @* begin
  next_r = 5'b0;
  case( 1'b1 ) // synopsys parallel_case
    state_r[IDLE]:
      if (psel && (paddr == CONFIG_ADDR || paddr == DATA_ADDR
      || paddr == CHANNEL_ADDR || paddr == POWER_MNG_ADDR)  && pwrite)next_r[    WRITE] = 1'b1 ;
      else if ((psel && (paddr == CONFIG_ADDR || paddr == DATA_ADDR || paddr == POWER_MNG_ADDR
        || paddr == CHANNEL_ADDR || paddr == STATUS_ADDR)&& !pwrite)) next_r[     READ] = 1'b1 ;
      else                                                            next_r[     IDLE] = 1'b1 ;
    state_r[WRITE]:                                                   next_r[WRITE_END] = 1'b1 ;
    state_r[READ]:                                                    next_r[ READ_END] = 1'b1 ;
    state_r[READ_END]:                                                next_r[     IDLE] = 1'b1 ;
    state_r[WRITE_END]:                                               next_r[     IDLE] = 1'b1 ;
  endcase
end
reg [ 1:0] modifier;
reg [31:0] out_data;
reg [ APB_CONFIG_REG_WIDTH-1:0]  config_r;
reg [ APB_STATUS_REG_WIDTH-1:0]  status_r;
reg [31:0]                     rec_data_r;
reg [INST_ADDR_REG_WITH-1:0]  inst_addr_r;  
reg [CHANNEL_COUNT*2-1:0]      pwr_mng_r;
wire is_rec_w; 
assign is_rec_w = inst_addr_r [0];
always @* case (paddr)
  CONFIG_ADDR   :{modifier,out_data} = {CONFIG_MODIFIER , 32'd0|config_r  };
  DATA_ADDR     :{modifier,out_data} = {DATA_MODIFIER   ,       rec_data_r};
  STATUS_ADDR   :{modifier,out_data} = {STATUS_MODIFIER , 32'd0|status_r  };
  CHANNEL_ADDR  :{modifier,out_data} = {INST_ADDR_MODIFIER, 32'd0|inst_addr_r };
  POWER_MNG_ADDR:{modifier,out_data} = {STATUS_MODIFIER, 32'd0|pwr_mng_r };  
  default       :{modifier,out_data} = {STATUS_MODIFIER , 32'd0};
endcase
assign soft_reset_n = pwr_mng_r;
always @(posedge pclk, negedge preset_n)
  if( !preset_n ) begin
    pwr_mng_r <= 1;
    pready <= 0;
    prdata <= 32'd0;
    fifo_write_data <= 33'b0;
    fifo_write_inc  <= 0;
  end else begin
      case( 1'b1 ) // synopsys parallel_case
        next_r[IDLE     ]: begin
                             pready<= 0;
                             prdata<=32'd0;
                             fifo_write_data <= 33'b0;
                             fifo_write_inc  <= 0;
                           end
        next_r[WRITE    ]: begin  
                             if (paddr != POWER_MNG_ADDR) begin
                               pready <= 1;
                               fifo_write_data <= {modifier,pwdata};
                               fifo_write_inc  <= 1;
                             end else begin
                               pwr_mng_r<= pwdata[CHANNEL_COUNT*2-1:0];
                             end
                           end
        next_r[WRITE_END]: begin
                            fifo_write_data <= 33'b0;
                            fifo_write_inc  <= 0;
                           end
        next_r[READ     ]: begin  
                             pready <= 1;
                             prdata <= out_data;
                           end
        next_r[READ_END ]: begin
                           end
      endcase
  end
reg read_from_fifo;
wire read_from_fifo_next;
assign read_from_fifo_next = (!fifo_read_empty && next_r[IDLE])? 1:0;
always @( posedge pclk, negedge preset_n ) begin
  if( !preset_n ) read_from_fifo<=0;
  else  read_from_fifo <= read_from_fifo_next;
end
wire wordRecieveFlagNext; 
assign wordRecieveFlagNext = (is_rec_w && !fifo_read_data[WRF])?status_r[WRF]:fifo_read_data[WRF];
always @( posedge pclk, negedge preset_n ) begin
  if( !preset_n ) begin
    rec_data_r      <= 0;
    config_r        <= 0;
    status_r        <= 0;
    inst_addr_r       <= 0;
    fifo_read_inc   <= 0;
  end
  else begin
    status_r[CBF] <= fifo_write_full;
    status_r[CBE] <= fifo_write_empty;
    if (next_r[READ] && paddr == DATA_ADDR && is_rec_w) status_r[WRF] <= 0;  
    if (read_from_fifo_next) begin  
      case (fifo_read_data [33:32])
        CONFIG_MODIFIER : config_r  <= fifo_read_data[APB_CONFIG_REG_WIDTH-1:0];
        DATA_MODIFIER   : rec_data_r<= fifo_read_data[31:0];
        STATUS_MODIFIER : status_r  <= {fifo_read_data[ 7:WRF+1], wordRecieveFlagNext, fifo_read_data[WRF-1:0]};  
        INST_ADDR_MODIFIER: inst_addr_r <= fifo_read_data[INST_ADDR_REG_WITH-1:0];
      endcase
      fifo_read_inc<=1;
    end else begin
      fifo_read_inc<=0;
    end
  end
end
endmodule
```
**flow/run.sh**
```bash
#!/bin/bash
# OpenROAD 26Q1-2900-gdf79404cd8, Yosys 0.63+post, stock flow scripts
make -C /OpenROAD-flow-scripts/flow DESIGN_CONFIG=/design/flow/config.mk WORK_HOME=/design/flow/orfs finish
```
**flow/config.mk**
```make
export PLATFORM = sky130hd
export DESIGN_NAME = ApbCommunicator
export DESIGN_NICKNAME = ApbCommunicator
export VERILOG_FILES = /design/flow/design.v
export SDC_FILE = /design/flow/constraint.sdc
export NUM_CORES = 4
export LEC_CHECK = 1
export CORE_UTILIZATION = 30
```
**flow/constraint.sdc**
```tcl
current_design ApbCommunicator

set clk_period 10.4
set clk_io_pct 0.2

create_clock -name clk0 -period $clk_period [get_ports {pclk}]

set non_clock_inputs [all_inputs -no_clocks]
set_input_delay [expr $clk_period * $clk_io_pct] -clock clk0 $non_clock_inputs
set_output_delay [expr $clk_period * $clk_io_pct] -clock clk0 [all_outputs]
```
==> results_slide.txt <==
Synthesis and Place & Route Summary

Cells and area
  • Share of layout cells above drive strength 1: 17.87%
  • Fin cells: 898
  • Fill count: 1,652
  • Register area: around 3500 µm²
  • Final Cell Area: 8302 µm²
  • Multi-input gate area: between 2000 and 2500 µm²
  • Area growth from synthesis to layout: 43.55%
  • Finished Core Util: 44.09%

Clock tree
  • Clock-pin slew on the worst setup and hold paths: 0.06 ns
  • PostCTS Resize Cnt: 0
  • CTS Buf Count: 17
  • Max H-tree Level: 4
  • CTS tree: done
  • Number of clock sinks: roughly 140
  • Hold_buf cts: 0
  • Worst-Skew Late Latency: roughly 0.4 ns
  • Root Driver: clkbuf_16
  • Clock Path Buffers: 2
  • Post-CTS setup buffers: 0

Synthesis
  • Post-Synthesis Cells: 462
  • # Cells Yosys: 462
  • Synth warnings: 3
  • Ys async rst share: 100.0%
  • Mean post-synth cell area: 12.52 µm²
  • Netlist cell types: roughly 47
  • EDFF count, synth: 0
  • Synth flops: between 100 and 150
  • Area of the mapped netlist: roughly 5800 µm²
  • Seq/Total Area, Yosys: 60.62%
  • Post-synth top flop: dfrtp_1
  • Chip area line of the yosys report: 5783 µm²

Final timing
  • RSZ-0062 raised after global routing: no
  • Final hold violations: 0
  • Slew Limit Fails: 0
  • Slew HR: 43.47%
  • Setup TNS: 0 ns
  • Worst Max-Slew Pin Slew: 0.8479 ns
  • Skew final: ~0.0061 ns
  • Worst hold slack: around 0.35 ns
  • Final worst slack: approximately 5.2 ns
  • Setup Viol. Count Final: 0
  • Min Tclk post-route: 5.174 ns
  • Fin crit share: 49.75%
  • Max Clock Freq: roughly 0.19 GHz

Worst setup path
  • CP required: 10.69 ns
  • WP data arrival: 5.46 ns
  • Buffer and inverter count on the worst path: 2
  • CP startpoint kind: input pin
  • Crit path largest cell delay: 0.78 ns
  • CP endpoint kind: register
  • Worst Setup Path Type: in2reg
  • Crit path max-delay family: simple AND/OR/NAND/NOR gates
  • Largest fanout on the critical path: 17
  • Crit-path cells: clkdlybuf4s50_1 -> or3_4 -> o2111a_2 -> a211oi_4 -> and3b_1 -> buf_4 -> mux2_2
  • Slowest cell on the critical path: and3b_1

Placed design
  • Placed Area: 7647 µm²
  • Global placement routability congestion: 0.8811
  • Setup slack after placement: 4.786 ns
  • Final HPWL DP: between 9000 and 10,000 µm
  • PortBufs: 159
  • Placed Cells: slightly below 900

Power and ir drop
  • Clock power share: between 40 and 50%
  • Sw Ratio: 20.70%
  • P_int: 1.103 mW
  • Overall Power: approximately 1.4 mW
  • Comb power frac: 8.9%
  • P_leak: 3.446 nW
  • Maximum VDD drop: 138.6 µV
  • Pwr/cell area: 167.6 nW/µm²
  • P_sw: 0.2881 mW
  • Sequential power share: 44.2%

Drt
  • DRT Pass-1 Iters: 4
  • Antenna diode count: 0
  • Vias per Instance: 4.649
  • Final antenna-violating net count: 0
  • DR DRC count: 0
  • Wire length per cell: roughly 15 µm
  • Iteration-0 DRC Markers: approximately 240
  • Final wirelength: 13,720 µm
  • DR vias: ~4,200

Floorplanning
  • I/O pin count: 162
  • Chip width: 140.8 µm
  • Die height: 140.8 µm
  • FP Util: 30.71%
  • Core Area: 18,830 µm²
  • Chip area: 19,840 µm²
  • Row count: roughly 50

Global route
  • Global-route wire length before repair: 22,290 µm
  • Remaining Overflow, GRT: 0
  • Total Routing Usage GR: around 15%
  • Vias in the first global route: 4,187
  • Initial antenna violation count: 0
  • Largest net degree at the start of global routing: 80

Job
  • Tool warnings: 26
  • Max_cap viols: 0

Hold path
  • Worst min-delay path class: reg2reg

Outcome
  • Status: completed
[worst reg2reg max path, stage by stage (launching register included)]
cell	delay (ns)
dfstp_2	0.57
nor3_1	0.10
a211oi_4	0.40
and3b_1	0.78
buf_4	0.43
mux2_2	0.38
[cells in the mapped netlist, types with 3 or more instances]
master | count | share of area (%)
mux2_2 | 53 | 10
nand3_1 | 3 | 0.26
a22o_1 | 26 | 3.9
clkbuf_1 | 11 | 0.71
o21ai_0 | 36 | 3.1
buf_4 | 4 | 0.52
nor3_1 | 8 | 0.69
nor2b_1 | 4 | 0.43
buf_2 | 4 | 0.35
o22ai_1 | 4 | 0.43
and3_1 | 3 | 0.32
a221o_1 | 7 | 1.2
nor4_1 | 3 | 0.32
dfrtp_1 | 138 | 60
a22oi_1 | 4 | 0.52
and2_1 | 9 | 0.97
nor2_1 | 7 | 0.45
o2bb2ai_1 | 4 | 0.61
mux2_4 | 9 | 2.3
nand2_1 | 40 | 2.6
mux2i_1 | 10 | 1.7
inv_1 | 38 | 2.5
a21oi_1 | 7 | 0.61
[logic make-up after synthesis]
group	share of synthesized area (%)
DFF	60.62
AOI/OAI and AO/OA	12.57
and+or+nand+nor	7.205
muxes	14.58
buffers and inverters	4.803
xor gates and xnor gates	0.1515
other	0.06484
[worst paths after layout]
| kind | start | end | slack, ns | depth (start not counted) |
|---|---|---|---|---|
| setup / recovery | paddr[2] | rec_data_r[14] | 5.23 | 7 |
| min in group asynchronous | preset_n | fifo_write_data[16] | 1.69 | 1 |
| hold reg to reg | state_r[2] | state_r[4] | 0.35 | 0 |
| setup reg to reg | state_r[0] | rec_data_r[14] | 7.63 | 5 |
| max in group asynchronous | preset_n | prdata[18] | 7.46 | 2 |
| hold / removal | state_r[2] | state_r[4] | 0.35 | 0 |
[flip-flops by register name (all words and copies together) (netlist names)]
name             count
status_r            10
inst_addr_r          6
state_r              5
fifo_write_data     34
fifo_write_inc       1
config_r            16
prdata              32
pwr_mng_r            2
fifo_read_inc        1
pready               1
rec_data_r          32
[power by group through the flow]
| stage | clock (mW) | sequential [mW] | combinational (mW) |
|---|---|---|---|
| after CTS | 0.668 | 0.616 | 0.126 |
| after global routing | 0.693 | 0.622 | 0.136 |
| final | 0.653 | 0.615 | 0.123 |
[metal layers]
| layer | part of all wire, % | up-vias | GRT usage, % |
|---|---|---|---|
| met5 | 0 | - | 0 |
| met4 | 0.61 | 0 | 1.030 |
| met3 | 7.9 | 5 | 4.360 |
| met2 | 46 | 156 | 22.39 |
| met1 | 46 | 2056 | 22.75 |
| li1 | - | 1958 | - |
[cell type report]
| type | instances | share of cell area, % |
|---|---|---|
| clock buffer | 22 | 5.953 |
| clock inverter | 10 | 1.929 |
| tap | 260 | 3.919 |
| sequential | 140 | 42.23 |
| inverter | 38 | 1.718 |
| multi-input combinational | 260 | 24.25 |
| timing repair buffer | 168 | 20.00 |
[placed cells by master, fill, tap and decap left out, types with 5 or more instances in the layout]
| cell | synthesis | routed |
|---|---|---|
| nor2_1 | 7 | 6 |
| mux2i_1 | 10 | 10 |
| nor3_1 | 8 | 7 |
| dfrtp_1 | 138 | 138 |
| clkbuf_8 | 0 | 5 |
| a221o_1 | 7 | 7 |
| and2_1 | 9 | 9 |
| clkbuf_16 | 0 | 17 |
| clkdlybuf4s50_1 | 0 | 158 |
| inv_1 | 38 | 38 |
| mux2_2 | 53 | 53 |
| a21oi_1 | 7 | 7 |
| mux2_4 | 9 | 9 |
| buf_4 | 4 | 9 |
| o21ai_0 | 36 | 36 |
| a22o_1 | 26 | 26 |
| nand2_1 | 40 | 40 |
Power is estimated from default activity; no workload was simulated.
