--- flow/config.mk ---
export PLATFORM = sky130hd
export DESIGN_NAME = Fifo2TxRx
export DESIGN_NICKNAME = Fifo2TxRx
export VERILOG_FILES = /design/flow/design.v
export SDC_FILE = /design/flow/constraint.sdc
export NUM_CORES = 4
export LEC_CHECK = 1
export CORE_UTILIZATION = 30
--- flow/constraint.sdc ---
current_design Fifo2TxRx

set clk_period 7.1
set clk_io_pct 0.2

create_clock -name clk0 -period $clk_period [get_ports {clk}]

set non_clock_inputs [all_inputs -no_clocks]
set_input_delay [expr $clk_period * $clk_io_pct] -clock clk0 $non_clock_inputs
set_output_delay [expr $clk_period * $clk_io_pct] -clock clk0 [all_outputs]
--- flow/design.v ---
module Fifo2TxRx   #(parameter TX_CONFIG_REG_WIDTH = 16,
                    parameter RX_CONFIG_REG_WIDTH = 16,
                    parameter RX_STATUS_REG_WIDTH = 16
                    )
    (
    input                       clk,
    input                       rst_n,
    input                       fifo_read_empty,
    input                       fifo_write_full,
    input        [33:0]         fifo_read_data,
    output  reg                 fifo_read_inc,
    output  reg  [33:0]         fifo_write_data,
    output  reg                 fifo_write_inc,
    output  reg  [31:0]                     wr_data_tx,
    output  reg                             data_we_tx,
    output  reg  [TX_CONFIG_REG_WIDTH-1:0]  wr_config_tx,
    output  reg                             config_we_tx,
    input                                   rd_status_tx,
    input        [TX_CONFIG_REG_WIDTH-1:0]  rd_config_tx,
    input                                   status_changed_tx,
    output  reg  [RX_CONFIG_REG_WIDTH-1:0]  wr_config_rx,
    output  reg                             config_we_rx,
    output  reg                             word_picked_rx,
    input        [RX_STATUS_REG_WIDTH-1:0]  rd_status_rx,
    input        [RX_CONFIG_REG_WIDTH-1:0]  rd_config_rx,
    input        [31:0]                     rd_data_rx,
    input                                   data_status_changed_rx
    );
reg channel_r;
reg            channel_changed_r;
reg [5:0] in_state_r;
reg [5:0] in_next;
parameter WRITE_WAIT      = 0,
          WRITE_TX_CONFIG = 1,  
          WRITE_TX_DATA   = 2,
          WRITE_RX_CONFIG = 3,  
          WRITE_CHANNEL   = 4,  
          WRITE_ERROR     = 5;
reg [6:0] out_state_r;
reg [6:0] out_next;
parameter READ_WAIT      = 0,
          READ_TX_CONFIG = 1,  
          READ_TX_STATUS = 2,
          READ_RX_CONFIG = 3,  
          READ_RX_STATUS = 4,
          READ_RX_DATA   = 5,
          READ_CHANNEL   = 6;  
wire transmitter_is_busy;  
wire reciever_is_busy;  
assign transmitter_is_busy = rd_status_tx;
assign reciever_is_busy = rd_status_rx[0];
always @( posedge clk, negedge rst_n ) begin
  if( !rst_n ) begin: fsm_initialize
    in_state_r    <= 6'b0;
    out_state_r   <= 7'b0;
    in_state_r [WRITE_WAIT ] <= 1;
    out_state_r[READ_WAIT] <= 1;
  end: fsm_initialize
  else  begin: fsm_processing
    in_state_r  <= in_next;
    out_state_r <= out_next;
  end: fsm_processing
end
parameter CONFIG_MODIFIER    = 2'd0,
          DATA_MODIFIER      = 2'd1,
          STATUS_MODIFIER    = 2'd2,
          CHANNEL_MODIFIER   = 2'd3;
parameter HMB = 33,  
          LMB = 32;  
localparam  MODIFIER_LENGTH = HMB-LMB+1;
wire [MODIFIER_LENGTH-1:0] in_modifier;
assign in_modifier = fifo_read_data [HMB:LMB];
always @* begin: in_fsm_next_calculate
  in_next = 6'b0;
  case (1'b1)
    in_state_r[WRITE_WAIT]:
      if (!fifo_read_empty)
        if (in_modifier == CHANNEL_MODIFIER)          in_next[WRITE_CHANNEL  ] = 1'b1;
        else
          if (channel_r) begin: rx_processing
            if (!reciever_is_busy) begin
              if (in_modifier==CONFIG_MODIFIER)       in_next[WRITE_RX_CONFIG] = 1'b1;
              else                                    in_next[WRITE_ERROR    ] = 1'b1;
            end else                                  in_next[WRITE_WAIT     ] = 1'b1;
          end: rx_processing
          else
          begin: tx_processing
            if (!transmitter_is_busy) begin
              if (in_modifier == CONFIG_MODIFIER)     in_next[WRITE_TX_CONFIG] = 1'b1;
              else if (in_modifier == DATA_MODIFIER)  in_next[WRITE_TX_DATA  ] = 1'b1;
              else                                    in_next[WRITE_ERROR    ] = 1'b1;
            end else                                  in_next[WRITE_WAIT     ] = 1'b1;
          end: tx_processing
      else                                            in_next[WRITE_WAIT     ] = 1'b1;
    in_state_r [WRITE_CHANNEL],
    in_state_r [WRITE_RX_CONFIG],
    in_state_r [WRITE_TX_CONFIG],
    in_state_r [WRITE_TX_DATA],
    in_state_r [WRITE_ERROR]:                         in_next[WRITE_WAIT     ] = 1'b1;
  endcase
end: in_fsm_next_calculate
always @(posedge clk, negedge rst_n) begin
  if( !rst_n ) begin
    wr_data_tx   <= 32'b0;
    data_we_tx   <= 0;
    channel_r    <= 0;
    wr_config_rx   <= 16'b0;
    config_we_rx   <= 0;
    wr_config_tx <= 0;
    config_we_tx <= 0;
    fifo_read_inc     <= 0;
    channel_changed_r <= 0;
  end else begin
    case (1'b1)
      in_next [WRITE_WAIT     ]: begin
        data_we_tx   <= 0;
        config_we_rx <= 0;
        config_we_tx <= 0;
        fifo_read_inc     <= 0;
        channel_changed_r <= 0;
      end
      in_next [WRITE_CHANNEL]: begin
        channel_r <= fifo_read_data[0];
        channel_changed_r <= 1;
        fifo_read_inc     <= 1;
      end
      in_next [WRITE_RX_CONFIG]: begin
        wr_config_rx  <= fifo_read_data [15:0];
        config_we_rx  <= 1;
        fifo_read_inc <= 1;
      end
      in_next [WRITE_TX_CONFIG]:begin
        wr_config_tx <= fifo_read_data [15:0];
        config_we_tx <= 1;
        fifo_read_inc     <= 1;
      end
      in_next [WRITE_TX_DATA ]: begin
        wr_data_tx <= fifo_read_data [31:0];
        data_we_tx <= 1;
        fifo_read_inc <= 1;
      end
      in_next [WRITE_ERROR   ]: begin
        fifo_read_inc   <= 1;
      end
    endcase
    end
  end
reg config_changed_tx, config_changed_rx;
always @(posedge clk, negedge rst_n)
  if( !rst_n ) {config_changed_tx,config_changed_rx} <= 0;
  else begin
    config_changed_tx <= in_state_r[WRITE_TX_CONFIG] == 1'b1;
    config_changed_rx <= in_state_r[WRITE_RX_CONFIG] == 1'b1;
  end
always @* begin: out_fsm_next_calculate
  out_next = 7'b0;
  case (1'b1)
    out_state_r [READ_WAIT     ]:
      if (!fifo_write_full)   begin
        if (channel_changed_r)                              out_next[READ_CHANNEL  ] = 1'b1;
        else if (config_changed_tx && !channel_r)           out_next[READ_TX_CONFIG] = 1'b1;
        else if (config_changed_rx &&  channel_r)           out_next[READ_RX_CONFIG] = 1'b1;
        else if (data_status_changed_rx && channel_r)       out_next[READ_RX_DATA  ] = 1'b1;
        else if (status_changed_tx &&  !channel_r)          out_next[READ_TX_STATUS] = 1'b1;
        else                                                out_next[READ_WAIT     ] = 1'b1;
      end else                                              out_next[READ_WAIT     ] = 1'b1;
    out_state_r [READ_CHANNEL  ]:
      if (!fifo_write_full) begin
        if (!channel_changed_r)
          if (channel_r)                              out_next[READ_RX_DATA  ] = 1'b1;
          else                                        out_next[READ_TX_STATUS] = 1'b1;
        else                                          out_next[READ_CHANNEL  ] = 1'b1;
      end else                                        out_next[READ_WAIT     ] = 1'b1;
      out_state_r [READ_RX_DATA  ]:
      if (!fifo_write_full) begin
        if (!channel_changed_r)                       out_next[READ_RX_STATUS] = 1'b1;
        else                                          out_next[READ_CHANNEL  ] = 1'b1;
      end else                                        out_next[READ_WAIT     ] = 1'b1;
      out_state_r [READ_RX_CONFIG  ]:
      if (!fifo_write_full) begin
        if (!channel_changed_r) begin
          if (!config_changed_rx)                         out_next[READ_WAIT     ] = 1'b1;
          else                                            out_next[READ_RX_CONFIG] = 1'b1;
        end else                                          out_next[READ_CHANNEL  ] = 1'b1;
      end else                                        out_next[READ_WAIT     ] = 1'b1;
      out_state_r [READ_RX_STATUS  ]:
      if (!fifo_write_full) begin
        if (!channel_changed_r)                       out_next[READ_RX_CONFIG] = 1'b1;
        else                                          out_next[READ_CHANNEL  ] = 1'b1;
      end else                                        out_next[READ_WAIT     ] = 1'b1;
      out_state_r [READ_TX_CONFIG  ]:
      if (!fifo_write_full) begin
        if (!channel_changed_r) begin
          if (!config_changed_tx)                         out_next[READ_WAIT     ] = 1'b1;
          else                                            out_next[READ_TX_CONFIG] = 1'b1;
        end else                                          out_next[READ_CHANNEL  ] = 1'b1;
      end else                                        out_next[READ_WAIT     ] = 1'b1;
      out_state_r [READ_TX_STATUS  ]:
      if (!fifo_write_full) begin
        if (!channel_changed_r)                       out_next[READ_TX_CONFIG] = 1'b1;
        else                                          out_next[READ_CHANNEL  ] = 1'b1;
      end else                                        out_next[READ_WAIT     ] = 1'b1;
  endcase
end: out_fsm_next_calculate
always @(posedge clk, negedge rst_n) begin
  if( !rst_n ) begin
    fifo_write_data <= 32'b0;
    fifo_write_inc  <= 0;
    word_picked_rx  <= 0;
  end else begin
    case (1'b1)
      out_next  [READ_WAIT     ]: begin
        fifo_write_inc <= 0;
        word_picked_rx <= 0;
      end
      out_next  [READ_CHANNEL  ]: begin
        fifo_write_data <= {CHANNEL_MODIFIER, 32'b0 | channel_r};
        fifo_write_inc <= 1;
        word_picked_rx <= 0;
      end
      out_next  [READ_RX_DATA  ]: begin
        word_picked_rx <= 1;
        fifo_write_data <= {DATA_MODIFIER,  32'b0 |  rd_data_rx};
        fifo_write_inc <= 1;
      end
      out_next  [READ_RX_CONFIG]:begin
        fifo_write_data <= {CONFIG_MODIFIER, 32'b0 | rd_config_rx};
        fifo_write_inc <= 1;
        word_picked_rx <= 0;
      end
      out_next  [READ_RX_STATUS]:begin
        fifo_write_data <= {STATUS_MODIFIER, 32'b0 | rd_status_rx};
        fifo_write_inc <= 1;
        word_picked_rx <= 0;
      end
      out_next  [READ_TX_STATUS]:begin
        fifo_write_data <= {STATUS_MODIFIER, 32'b0 | rd_status_tx};
        fifo_write_inc <= 1;
      end
      out_next  [READ_TX_CONFIG]:begin
        fifo_write_data <= {CONFIG_MODIFIER, 32'b0 | rd_config_tx};
        fifo_write_inc <= 1;
      end
    endcase
    end
  end
endmodule
--- flow/run.sh ---
#!/bin/bash
# OpenROAD 26Q1-2900-gdf79404cd8, Yosys 0.63+post, stock flow scripts
make -C /OpenROAD-flow-scripts/flow DESIGN_CONFIG=/design/flow/config.mk WORK_HOME=/design/flow/orfs finish
==> results.yml <==
# yosys + openroad results
logic_synthesis:
  yosys.area.top_type: "dfrtp_1"
  ff_type: "dfrtp_1"
  edf_count: 0
  yosysTopAreaCellShare_pct: 56.9
  synth_cell_types: 44
  ys_seq_share_pct: 57.9
  syn_inst: 426
  topCellsByArea: "dfrtp_1, mux2_2, a22o_1"
  yosys-top-cells-count: "dfrtp_1, mux2_2, nand2_1"
  avgSynthCellArea_um2: 12.3
  syn-cell-area_um2: 5240
  ys_cells: 426
  synthArstFlopShare_pct: 100
  yosysMostFrequentCell: "dfrtp_1"
  yosys_area_um2: 5240
  yosysWarningCount: 1
  synth_flops: 121
cts:
  ctsResizeCount: 0
  clock_latency_ns: 0.41
  cts_tree: "done"
  cts_buffers: 17
  cts_root_buffer: "clkbuf_16"
  cts_setup_buffers: 0
  path_clk_slew_ns: 0.05
  htree_levels: 4
  cts_max_path_buffers: 2
  cts_sinks: 121
  postCtsHoldBufs: 0
sta:
  post-route-min-period_ns: 4.22
  worst_pin_slew_ns: 0.921
  hold_viol: 0
  rsz0062_at_grt: "false"
  fmax_mhz: 237
  fin_ws_ns: 2.88
  slew_headroom_pct: 38.4
  maxSlewViolCount: 0
  setup_viol: 0
  skew_ns: 0.00522
  fin_tns_setup_ns: 0
  fin_crit_sh_pct: 59.5
floorplanning:
  fp_util_pct: 31.1
  fp.coreArea_um2: 16800
  die_area_um2: 18000
  ioPinCount: 225
  fp.dieW_um: 134
  rows: 47
  die_y_um: 134
drt:
  routed_wl_um: 15200
  ant_nets: 0
  drt_iter0_markers: 156
  viasPerCell: 4.89
  wl_per_cell_um: 17.3
  drc_errors: 0
  routed-via-count: 4304
  first_pass_iters: 4
setup_path:
  cp_max_fo: 21
  cp-start-kind: "input pin"
  critical_path_class: "input pin to flop"
  cpPeakStageDelay_ns: 0.65
  crit_family: "simple AND/OR/NAND/NOR gates"
  cp-end-kind: "flop"
  crit_required_ns: 7.39
  slowest_stage: "and2_1"
  worstPathArrival_ns: 4.51
  crit_buf_inv: 2
  path_cells: "clkdlybuf4s50_1 > nor4_2 > buf_4 > and2_1 > a211o_1 > or2_1 > mux2_4"
power_and_ir_drop:
  seq_power_share_pct: 38.3
  ir_drop_mv: 0.207
  power.leakage_nw: 3.56
  p_int_mw: 2.22
  power_frac_clock_pct: 27.3
  switching_share_pct: 25.6
  comb_power_share_pct: 34.3
  p_total_mw: 2.99
  p_switching_uw: 763
  p_per_area_nw_per_um2: 362
placement:
  globalplace.congestion: 0.890
  dpl.cell_count: 850
  dp_worst_setup_slack_ns: 2.48
  numPortBuffers: 224
  dp_hpwl_um: 10800
cells_and_area:
  area_delta_synth_final_pct: 57.7
  seq_area_um2: 3030
  comb_area_um2: 2050
  fin_util_pct: 49.1
  fin_cells: 881
  fill_cells: 1496
  drive_gt1_share_pct: 17.3
grt:
  grt_usage_pct: 17.6
  grt_antenna_before_repair: 1
  grt_first_pass_wirelength_um: 23800
  grt_overflow: 0
  grt_max_degree: 59
  grt_pass1_vias: 4415
hold_path:
  hold_path_class: "flop to flop"
job:
  cap_violations: 0
  log.warning_count: 25
outcome:
  status: "finished, final reports clean"
[per-layer routing]
layer	track usage [%]	share of wire (%)	up-vias
li1	-	-	2018
met1	24.7	42	2076
met2	26.3	45	196
met3	8.37	12	14
met4	2.31	1.0	0
met5	0	0	-
[final timing paths]
kind	start	end	slack [ns]	cells past startpoint
max	fifo_write_full	fifo_write_data[33]$_DFFE_PN0P_	2.88	7
min	in_state_r[3]$_DFF_PN0_	config_changed_rx$_DFF_PN0_	0.37	0
max reg2reg	channel_changed_r$_DFFE_PN0P_	fifo_write_data[33]$_DFFE_PN0P_	3.88	6
min reg2reg	in_state_r[3]$_DFF_PN0_	config_changed_rx$_DFF_PN0_	0.37	0
max in group asynchronous	rst_n	wr_config_rx[14]$_DFFE_PN0P_	4.60	3
min in group asynchronous	rst_n	wr_config_tx[7]$_DFFE_PN0P_	0.86	1
[cell type report]
| cell class | instances | area share [%] |
|---|---|---|
| inverter | 11 | 0.500 |
| clock inverter | 12 | 1.56 |
| timing repair buffer | 232 | 27.8 |
| clock buffer | 18 | 5.20 |
| tap | 220 | 3.33 |
| multi-input combinational | 266 | 24.8 |
| sequential | 121 | 36.7 |
| antenna | 1 | 0.0303 |
[registers in the layout (all words and copies together), names as in the netlist, 6 cells and up]
name and flops:
wr_config_tx 16, in_state_r 6, out_state_r 7, fifo_write_data 34, wr_config_rx 16, wr_data_tx 32
[cell families (layout without fill, tap and decap cells)]
logic type	after synthesis	count (layout)	synth area share, %
other	0	1	0
AND/OR/NAND/NOR	125	125	13.1
XOR/XNOR	1	1	0.167
flip-flops	121	121	57.9
multiplexers	68	68	14.6
buffers and inverters	39	273	3.30
AND-OR/OR-AND	72	72	10.9
[worst register-to-register path: stages, from the launching register on]
cell and delay, ns:
dfrtp_1 0.46, nor4_2 0.26, buf_4 0.23, and2_1 0.65, a211o_1 0.57, or2_1 0.59, mux2_4 0.35
[cells in the final DEF, fill, tap and decap left out, types with 2 or more instances in the layout]
master,Yosys,final
a211o_1,3,3
a21oi_1,5,5
a22o_1,16,16
a31oi_1,16,16
and2_1,2,2
and3_1,15,15
buf_4,0,9
bufinv_16,0,2
clkbuf_16,0,17
clkdlybuf4s50_1,0,223
clkinv_2,0,4
clkinv_4,0,2
clkinvlp_4,0,3
dfrtp_1,119,119
dfstp_2,2,2
inv_1,11,11
mux2_2,64,64
mux2i_1,3,3
nand2_1,24,24
nand2b_1,2,2
nand3b_1,3,3
nor2_1,17,17
nor3_1,17,17
nor3b_1,16,16
o21a_1,2,2
o21ai_0,3,3
o311ai_0,15,15
o31ai_1,2,2
o41ai_1,2,2
or2_2,2,2
or3_1,17,17
[power by group through the flow]
| stage | logic, mW | clock network, mW | registers, mW |
|---|---|---|---|
| 6_report | 1.03 | 0.817 | 1.14 |
| 5_1_grt | 1.13 | 0.864 | 1.18 |
| 4_1_cts | 1.04 | 0.838 | 1.15 |
[through the flow]
step,area (um^2),hold slack [ns]
finish,8260,0.372
global route,8260,0.402
CTS,8260,0.376
detailed placement,7700,0.366
global placement,7700,0.362
floorplan,5240,0.354
