==> flow/design.v <==
module AsyncFifo  #(parameter ADDR_SIZE = 4,
                    parameter DATA_SIZE = 8)
                    ( output      [DATA_SIZE-1:0] rd_data,
                      output  reg                 wr_full,
                      output  reg                 wr_empty,
                      output  reg                 rd_empty,
                      input       [DATA_SIZE-1:0] wr_data,
                      input                       wr_inc,
                      input                       wr_clk,
                      input                       wr_rst_n,
                      input                       rd_inc,
                      input                       rd_clk,
                      input                       rd_rst_n);
localparam  MEM_DEPTH = 1<<ADDR_SIZE;
reg [DATA_SIZE-1:0] mem [0:MEM_DEPTH];
assign rd_data = mem [rd_addr];
always @(posedge wr_clk)
  if (wr_inc && !wr_full) mem[wr_addr]<= wr_data;
reg  [ADDR_SIZE:0] rd_ptr;  
reg  [ADDR_SIZE:0] rd_bin_cnt;  
wire [ADDR_SIZE:0] rd_gray_next, rd_bin_cnt_next;
wire  [ADDR_SIZE-1:0] rd_addr;  
assign rd_bin_cnt_next = rd_bin_cnt + (rd_inc & ~rd_empty);
assign rd_gray_next    = (rd_bin_cnt_next>>1) ^ rd_bin_cnt_next;
always @(posedge rd_clk or negedge rd_rst_n)
  if (!rd_rst_n) {rd_ptr, rd_bin_cnt} <= 0;
  else          {rd_ptr, rd_bin_cnt} <= {rd_gray_next, rd_bin_cnt_next};
assign rd_addr = rd_bin_cnt [ADDR_SIZE-1:0];
wire rd_empty_val;
assign rd_empty_val = rd_gray_next == wr_ptr_sync;
always @(posedge rd_clk or negedge rd_rst_n)
  if (!rd_rst_n) rd_empty <= 1 ;
  else rd_empty <= rd_empty_val;
  reg  [ADDR_SIZE:0] wr_ptr;  
  reg  [ADDR_SIZE:0] wr_bin_cnt;  
  wire [ADDR_SIZE:0] wr_gray_next, wr_bin_cnt_next;
  wire  [ADDR_SIZE-1:0] wr_addr;  
  assign wr_bin_cnt_next = wr_bin_cnt + (wr_inc & ~wr_full);
  assign wr_gray_next    = (wr_bin_cnt_next>>1) ^ wr_bin_cnt_next;
  always @(posedge wr_clk or negedge wr_rst_n)
    if (!wr_rst_n) {wr_ptr, wr_bin_cnt} <= 0;
    else           {wr_ptr, wr_bin_cnt} <= {wr_gray_next, wr_bin_cnt_next};
  assign wr_addr = wr_bin_cnt [ADDR_SIZE-1:0];
  wire wr_full_val;
  wire wr_emty_val;
  assign wr_full_val = wr_gray_next == {~rd_ptr_sync[ADDR_SIZE: ADDR_SIZE-1],
                                         rd_ptr_sync[ADDR_SIZE-2:0]};
  assign wr_empty_val = wr_gray_next == rd_ptr_sync;
  always @(posedge wr_clk or negedge wr_rst_n)
    if (!wr_rst_n) {wr_full, wr_empty} <= {0,1};
    else           {wr_full, wr_empty}<=  {wr_full_val, wr_empty_val};
    reg [ADDR_SIZE:0] rd_ptr_sync;
    reg [ADDR_SIZE:0] rd2wr_ptr_buff;
    always @(posedge wr_clk or negedge wr_rst_n)
      if (!wr_rst_n) {rd_ptr_sync, rd2wr_ptr_buff} <= 0;
      else             {rd_ptr_sync, rd2wr_ptr_buff}<={rd2wr_ptr_buff, rd_ptr};
    reg [ADDR_SIZE:0] wr_ptr_sync;
    reg [ADDR_SIZE:0] wr2rd_ptr_buff;
    always @(posedge rd_clk or negedge rd_rst_n)
      if (!rd_rst_n) {wr_ptr_sync, wr2rd_ptr_buff} <= 0;
      else             {wr_ptr_sync, wr2rd_ptr_buff}<={wr2rd_ptr_buff, wr_ptr};
endmodule  
==> flow/run.sh <==
#!/bin/bash
# OpenROAD 26Q1-2900-gdf79404cd8, Yosys 0.63+post, stock flow scripts
make -C /OpenROAD-flow-scripts/flow DESIGN_CONFIG=/design/flow/config.mk WORK_HOME=/design/flow/orfs finish
==> flow/config.mk <==
export PLATFORM = sky130hd
export DESIGN_NAME = AsyncFifo
export DESIGN_NICKNAME = AsyncFifo
export VERILOG_FILES = /design/flow/design.v
export SDC_FILE = /design/flow/constraint.sdc
export NUM_CORES = 4
export LEC_CHECK = 1
export CORE_UTILIZATION = 40
==> flow/constraint.sdc <==
current_design AsyncFifo

set clk_period 4.5
set clk_io_pct 0.2

create_clock -name clk0 -period $clk_period [get_ports {rd_clk}]
create_clock -name clk1 -period $clk_period [get_ports {wr_clk}]

set non_clock_inputs [all_inputs -no_clocks]
set_input_delay [expr $clk_period * $clk_io_pct] -clock clk0 $non_clock_inputs
set_output_delay [expr $clk_period * $clk_io_pct] -clock clk0 [all_outputs]
==> flow_summary.json <==
{
  "fillers": 1284,
  "ff_type": "edfxtp_1",
  "maxCapViolCount": 0,
  "top_area_cell": "edfxtp_1",
  "required_ns": 3.60,
  "top_cells_by_count": "edfxtp_1, dfrtp_1, mux4_2",
  "num_rows": 46,
  "grt_max_degree": 36,
  "yosys_area_mm2": 0.00644,
  "portBuffers": 23,
  "end_kind": "output port",
  "antenna_found_initial": 0,
  "finalWorstSetupSlack_ns": 0.989,
  "avgSynthCellArea_um2": 19.6,
  "post_drt_wl_per_cell_um": 20.5,
  "die_height_um": 129,
  "hpwl_um": 7600,
  "grt_first_pass_wirelength_um": 19600,
  "yosysMostFrequentCell": "edfxtp_1",
  "ant_nets": 0,
  "slew_violations": 0,
  "ys_seq_frac": 0.757,
  "tightest_slew_ns": 0.981,
  "fin_skew_ns": 0.00582,
  "drc": 0,
  "drtPass1Iterations": 6,
  "relSlewSlack": 0.344,
  "synthArstFlopShare": 0.243,
  "critPathMaxFanout": 20,
  "vias_per_cell": 5.10,
  "warnings": 27,
  "yosys_cells": 328,
  "syn_inst": 328,
  "topCellsByArea": "edfxtp_1, dfrtp_1, mux4_2, a22oi_1, xor2_1",
  "io-pin-count": 25,
  "top_area_frac": 0.597,
  "synth_area_mm2": 0.00644,
  "cts_setup_buffers": 0,
  "irDropWorstVdd_mv": 0.373,
  "dieWidth_um": 129,
  "areaGrowthSynthToFinish_pct": 20.7,
  "die-area_mm2": 0.0166,
  "ff2ff_path_depth": 7,
  "diodes": 0,
  "fp_util": 0.408,
  "design_area_mm2": 0.00777,
  "ctsResizeCount": 0,
  "finalHoldViolations": 0,
  "crit_arrival_ns": 2.61,
  "coreArea_mm2": 0.0158,
  "synth-edff-count": 128,
  "ys_types": 34,
  "ys.warnings.count": 2,
  "clock-sinks": 169,
  "whs_ns": 0.183,
  "drtIter0Drc": 217,
  "cts_tree": "yes",
  "p_per_area_mw_per_mm2": 705,
  "routed_wl_um": 12500,
  "criticalPathCategory": "register to output port",
  "setup_viol": 0,
  "path_clk_slew_ns": 0.06,
  "ys.flops": 169,
  "place_ws_ns": 1.19,
  "leakage_nw": 2.71,
  "cts_hold_buf": 0,
  "overflow": 0,
  "hp-class": "register to register",
  "status": "complete, no violations",
  "tns_ns": 0,
  "gpl.final_weighted_congestion": 0.801,
  "place_area_mm2": 0.00704,
  "min_path_cells": 0,
  "grt_pass1_vias": 3392,
  "layout-drive-gt1-share": 0.245,
  "rsz0062_at_grt": "no",
  "track_usage": 0.180,
  "vias": 3102,
  "worstSetupStartpointType": "register"
}
==> critical path: stages (launching register included) <==
cell	delay (ns)
dfrtp_2	0.79
buf_4	0.31
mux4_2	0.52
a22oi_1	0.21
nand2_1	0.09
clkdlybuf4s50_1	0.42
==> per-stage QoR <==
| stage | std cells | utilization | power [W] |
|---|---|---|---|
| floorplan | 328 | - | 0.00321 |
| global placement | 575 | 0.446 | 0.00376 |
| detailed placement | 575 | 0.446 | 0.00377 |
| CTS | 608 | 0.493 | 0.00555 |
| global route | 608 | 0.493 | 0.00579 |
| finish | 608 | 0.493 | 0.00548 |
==> power breakdown <==
part | switching, W | internal (W) | total (W)
registers | 0.000202 | 0.00200 | 0.00221
clock network | 0.000592 | 0.00115 | 0.00175
logic | 0.000742 | 0.000788 | 0.00153
==> worst paths after layout <==
check                      slack, ns                   startpoint                           to
max reg2reg                     2.06      rd_bin_cnt[0]$_DFF_PN0_           rd_empty$_DFF_PN1_
min in group asynchronous       0.76                     wr_rst_n            wr_full$_DFF_PN0_
min                             0.18          rd_ptr[1]$_DFF_PN0_  rd2wr_ptr_buff[1]$_DFF_PN0_
max                             0.99      rd_bin_cnt[0]$_DFF_PN0_                   rd_data[6]
max in group asynchronous       3.24                     wr_rst_n          wr_ptr[1]$_DFF_PN0_
max in group clk1               1.62                       wr_inc           wr_empty$_DFF_PN1_
min reg2reg                     0.18          rd_ptr[1]$_DFF_PN0_  rd2wr_ptr_buff[1]$_DFF_PN0_
min in group clk0               0.35  wr2rd_ptr_buff[2]$_DFF_PN0_     wr_ptr_sync[2]$_DFF_PN0_
==> cells by family (layout without fill, tap and decap cells) <==
logic type               count (synthesis)  after routing  share of synthesized area
XOR/XNOR                                26             26                     0.0389
AND/OR/NAND/NOR                         55             55                     0.0441
buffers and inverters                   18             82                     0.0136
flip-flops                             169            169                      0.757
AND-OR/OR-AND                           23             23                     0.0251
multiplexers                            32             32                      0.112
adder cells (fa/ha/maj)                  5              5                    0.00972
==> area by class of cell <==
class                           count  area, µm²  share of cell area
Clock buffer                       20        500              0.0644
Clock inverter                     13        233              0.0300
Inverter                            3       11.3             0.00145
Multi-Input combinational cell    141       1480               0.190
Sequential cell                   169       4870               0.627
Tap cell                          216        270              0.0348
Timing Repair Buffer               46        403              0.0519
==> per-layer routing <==
metal / global-route usage / share of wire / vias to the layer above
li1: - / - / 1385
met1: 0.252 / 0.39 / 1573
met2: 0.261 / 0.47 / 130
met3: 0.107 / 0.12 / 14
met4: 0.0367 / 0.023 / 0
met5: 0 / 0 / -
==> layout by cell type (no fill, tap or decap), types with 3 or more instances in the layout <==
master	instances
a21oi_1	3
a22oi_1	16
buf_4	23
bufinv_16	6
clkbuf_16	20
clkdlybuf4s50_1	23
dfrtp_1	38
edfxtp_1	128
ha_1	5
inv_1	3
inv_6	3
mux4_2	32
nand2_1	11
nand3_1	7
nor2_1	13
nor2b_1	5
nor3_1	5
or3_1	4
xnor2_1	11
xor2_1	12
==> sequential cells by signal (all words and copies together), names as in the netlist <==
name            cells
wr2rd_ptr_buff      5
rd_ptr              5
rd2wr_ptr_buff      5
mem               128
wr_empty            1
rd_empty            1
wr_ptr              5
rd_bin_cnt          4
wr_bin_cnt          4
wr_full             1
rd_ptr_sync         5
wr_ptr_sync         5
Power and IR drop assume default switching activity.
