==> flow/config.mk <==
export PLATFORM = sky130hd
export DESIGN_NAME = Router
export DESIGN_NICKNAME = Router
export VERILOG_FILES = /design/flow/design.v
export SDC_FILE = /design/flow/constraint.sdc
export NUM_CORES = 4
export LEC_CHECK = 1
export CORE_AREA = 10 10 151 151
export DIE_AREA = 0 0 161 161
==> flow/run.sh <==
#!/bin/bash
# OpenROAD 26Q1-2900-gdf79404cd8, Yosys 0.63+post, stock flow scripts
make -C /OpenROAD-flow-scripts/flow DESIGN_CONFIG=/design/flow/config.mk WORK_HOME=/design/flow/orfs finish
==> flow/constraint.sdc <==
current_design Router

set clk_period 3.7
set clk_io_pct 0.2

create_clock -name clk0 -period $clk_period [get_ports {clk}]

set non_clock_inputs [all_inputs -no_clocks]
set_input_delay [expr $clk_period * $clk_io_pct] -clock clk0 $non_clock_inputs
set_output_delay [expr $clk_period * $clk_io_pct] -clock clk0 [all_outputs]
==> flow/design.v <==
module Router  #(parameter TX_CONFIG_REG_WIDTH = 16,
                    parameter RX_CONFIG_REG_WIDTH = 16,
                    parameter RX_STATUS_REG_WIDTH = 16,
                    parameter CHANNEL_COUNT       = 2
                    )
    (
    input                       clk,
    input                       rst_n,
    input                       fifo_read_empty,
    input                       fifo_write_full,
    input        [33:0]         fifo_read_data,
    output  reg                 fifo_read_inc,
    output  reg  [33:0]         fifo_write_data,
    output  reg                 fifo_write_inc,
    output  wire  [32*CHANNEL_COUNT-1:0]                   wr_data_tx,
    output  wire  [CHANNEL_COUNT-1:0]                      data_we_tx,
    output  wire  [TX_CONFIG_REG_WIDTH*CHANNEL_COUNT-1:0]  wr_config_tx,
    output  wire  [CHANNEL_COUNT-1:0]                      config_we_tx,
    input         [CHANNEL_COUNT-1:0]                      rd_status_tx,
    input         [TX_CONFIG_REG_WIDTH*CHANNEL_COUNT-1:0]  rd_config_tx,
    input         [CHANNEL_COUNT-1:0]                      status_changed_tx,
    output  wire  [RX_CONFIG_REG_WIDTH*CHANNEL_COUNT-1:0]  wr_config_rx,
    output  wire  [CHANNEL_COUNT-1:0]                      config_we_rx,
    output  wire  [CHANNEL_COUNT-1:0]                      word_picked_rx,
    input        [RX_STATUS_REG_WIDTH*CHANNEL_COUNT-1:0]  rd_status_rx,
    input        [RX_CONFIG_REG_WIDTH*CHANNEL_COUNT-1:0]  rd_config_rx,
    input        [32*CHANNEL_COUNT-1:0]                   rd_data_rx,
    input        [CHANNEL_COUNT-1:0]                      data_status_changed_rx
    );
localparam  INST_ADDR_REG_SIZE = 6;
reg  [INST_ADDR_REG_SIZE-1:0] inst_addr_r;  
wire [INST_ADDR_REG_SIZE-2:0] channel_w;  
assign channel_w = inst_addr_r [INST_ADDR_REG_SIZE-1:1];
wire is_rec_w; 
assign is_rec_w = inst_addr_r [0];
reg  [31:0]                     wr_data_tx_arr              [0:CHANNEL_COUNT-1];
reg                             data_we_tx_arr              [0:CHANNEL_COUNT-1];
reg  [TX_CONFIG_REG_WIDTH-1:0]  wr_config_tx_arr            [0:CHANNEL_COUNT-1];
reg                             config_we_tx_arr            [0:CHANNEL_COUNT-1];
wire                            rd_status_tx_arr            [0:CHANNEL_COUNT-1];
wire [TX_CONFIG_REG_WIDTH-1:0]  rd_config_tx_arr            [0:CHANNEL_COUNT-1];
wire                            status_changed_tx_arr       [0:CHANNEL_COUNT-1];
reg  [RX_CONFIG_REG_WIDTH-1:0]  wr_config_rx_arr            [0:CHANNEL_COUNT-1];
reg                             config_we_rx_arr            [0:CHANNEL_COUNT-1];
reg                             word_picked_rx_arr          [0:CHANNEL_COUNT-1];
wire [RX_STATUS_REG_WIDTH-1:0]  rd_status_rx_arr            [0:CHANNEL_COUNT-1];
wire [RX_CONFIG_REG_WIDTH-1:0]  rd_config_rx_arr            [0:CHANNEL_COUNT-1];
wire [31:0]                     rd_data_rx_arr              [0:CHANNEL_COUNT-1];
wire                            data_status_changed_rx_arr  [0:CHANNEL_COUNT-1];
genvar i;
generate
  for (i = 0; i < CHANNEL_COUNT; i = i+1)begin
    assign wr_config_tx   [TX_CONFIG_REG_WIDTH*(i+1)-1:i*TX_CONFIG_REG_WIDTH] = wr_config_tx_arr[i];
    assign wr_config_rx   [RX_CONFIG_REG_WIDTH*(i+1)-1:i*RX_CONFIG_REG_WIDTH] = wr_config_rx_arr[i];
    assign wr_data_tx     [32*(i+1)-1:i*32] = wr_data_tx_arr[i];
    assign data_we_tx     [i] = data_we_tx_arr    [i];
    assign config_we_tx   [i] = config_we_tx_arr  [i];
    assign config_we_rx   [i] = config_we_rx_arr  [i];
    assign word_picked_rx [i] = word_picked_rx_arr[i];
    assign rd_status_tx_arr            [i] = rd_status_tx         [i];
    assign rd_config_tx_arr            [i] = rd_config_tx         [TX_CONFIG_REG_WIDTH*(i+1)-1:i*TX_CONFIG_REG_WIDTH];
    assign status_changed_tx_arr       [i] = status_changed_tx    [i];
    assign rd_status_rx_arr            [i] = rd_status_rx         [RX_STATUS_REG_WIDTH*(i+1)-1:i*RX_STATUS_REG_WIDTH];
    assign rd_config_rx_arr            [i] = rd_config_rx         [RX_CONFIG_REG_WIDTH*(i+1)-1:i*RX_CONFIG_REG_WIDTH];
    assign rd_data_rx_arr              [i] = rd_data_rx           [32*(i+1)-1:i*32];
    assign data_status_changed_rx_arr  [i] = data_status_changed_rx  [i];
  end
endgenerate
reg            addr_changed_r;
reg [5:0] in_state_r;
reg [5:0] in_next;
parameter WRITE_WAIT      = 0,
          WRITE_TX_CONFIG = 1,  
          WRITE_TX_DATA   = 2,
          WRITE_RX_CONFIG = 3,  
          WRITE_INST_ADDR   = 4,  
          WRITE_ERROR     = 5;
reg [6:0] out_state_r;
reg [6:0] out_next;
parameter READ_WAIT      = 0,
          READ_TX_CONFIG = 1,  
          READ_TX_STATUS = 2,
          READ_RX_CONFIG = 3,  
          READ_RX_STATUS = 4,
          READ_RX_DATA   = 5,
          READ_INST_ADDR   = 6;  
wire transmitter_is_busy;  
wire reciever_is_busy;  
assign transmitter_is_busy = rd_status_tx_arr[channel_w];
assign reciever_is_busy = rd_status_rx_arr[channel_w] [0];
always @( posedge clk, negedge rst_n ) begin
  if( !rst_n ) begin: fsm_initialize
    in_state_r    <= 6'b0;
    out_state_r   <= 7'b0;
    in_state_r [WRITE_WAIT ] <= 1;
    out_state_r[READ_WAIT] <= 1;
  end: fsm_initialize
  else  begin: fsm_processing
    in_state_r  <= in_next;
    out_state_r <= out_next;
  end: fsm_processing
end
parameter CONFIG_MODIFIER    = 2'd0,
          DATA_MODIFIER      = 2'd1,
          STATUS_MODIFIER    = 2'd2,
          INST_ADDR_MODIFIER   = 2'd3;
parameter HMB = 33,  
          LMB = 32;  
localparam  MODIFIER_LENGTH = HMB-LMB+1;
wire [MODIFIER_LENGTH-1:0] in_modifier;
assign in_modifier = fifo_read_data [HMB:LMB];
always @* begin: in_fsm_next_calculate
  in_next = 6'b0;
  case (1'b1)
    in_state_r[WRITE_WAIT]:
      if (!fifo_read_empty)
        if (in_modifier == INST_ADDR_MODIFIER)          in_next[WRITE_INST_ADDR  ] = 1'b1;
        else
          if (is_rec_w) begin: rx_processing
            if (!reciever_is_busy) begin
              if (in_modifier==CONFIG_MODIFIER)       in_next[WRITE_RX_CONFIG] = 1'b1;
              else                                    in_next[WRITE_ERROR    ] = 1'b1;
            end else                                  in_next[WRITE_WAIT     ] = 1'b1;
          end: rx_processing
          else
          begin: tx_processing
            if (!transmitter_is_busy) begin
              if (in_modifier == CONFIG_MODIFIER)     in_next[WRITE_TX_CONFIG] = 1'b1;
              else if (in_modifier == DATA_MODIFIER)  in_next[WRITE_TX_DATA  ] = 1'b1;
              else                                    in_next[WRITE_ERROR    ] = 1'b1;
            end else                                  in_next[WRITE_WAIT     ] = 1'b1;
          end: tx_processing
      else                                            in_next[WRITE_WAIT     ] = 1'b1;
    in_state_r [WRITE_INST_ADDR],
    in_state_r [WRITE_RX_CONFIG],
    in_state_r [WRITE_TX_CONFIG],
    in_state_r [WRITE_TX_DATA],
    in_state_r [WRITE_ERROR]:                         in_next[WRITE_WAIT     ] = 1'b1;
  endcase
end: in_fsm_next_calculate
genvar l;
generate
  for (l = 0; l < CHANNEL_COUNT; l = l +1) begin
    always @(posedge clk, negedge rst_n) begin
      if( !rst_n ) begin
        wr_data_tx_arr [l]    <= 0;
        data_we_tx_arr [l]   <= 0;
        inst_addr_r       <= 0;
        wr_config_rx_arr [l]  <= 0;
        config_we_rx_arr [l]  <= 0;
        wr_config_tx_arr [l] <= 0;
        config_we_tx_arr [l] <= 0;
      end
    end
  end
endgenerate
  always @(posedge clk, negedge rst_n) begin
  if( !rst_n ) begin
    inst_addr_r          <= 0;
    fifo_read_inc   <= 0;
    addr_changed_r  <= 0;
  end else  begin
    case (1'b1)
      in_next [WRITE_WAIT     ]: begin
        data_we_tx_arr [channel_w]   <= 0;
        config_we_rx_arr [channel_w] <= 0;
        config_we_tx_arr [channel_w] <= 0;
        fifo_read_inc     <= 0;
        addr_changed_r <= 0;
      end
      in_next [WRITE_INST_ADDR]: begin
        inst_addr_r <= (fifo_read_data[INST_ADDR_REG_SIZE-1:1] <= CHANNEL_COUNT)? fifo_read_data[INST_ADDR_REG_SIZE-1:0]:0 ;
        addr_changed_r <= 1;
        fifo_read_inc     <= 1;
      end
      in_next [WRITE_RX_CONFIG]: begin
        wr_config_rx_arr [channel_w]  <= fifo_read_data [15:0];
        config_we_rx_arr [channel_w]  <= 1;
        fifo_read_inc <= 1;
      end
      in_next [WRITE_TX_CONFIG]:begin
        wr_config_tx_arr [channel_w] <= fifo_read_data [15:0];
        config_we_tx_arr [channel_w] <= 1;
        fifo_read_inc     <= 1;
      end
      in_next [WRITE_TX_DATA ]: begin
        wr_data_tx_arr [channel_w] <= fifo_read_data [31:0];
        data_we_tx_arr [channel_w] <= 1;
        fifo_read_inc <= 1;
      end
      in_next [WRITE_ERROR   ]: begin
        fifo_read_inc   <= 1;
      end
    endcase
    end
  end
reg config_changed_tx, config_changed_rx;
always @(posedge clk, negedge rst_n)
  if( !rst_n ) {config_changed_tx,config_changed_rx} <= 0;
  else begin
    config_changed_tx <= in_state_r[WRITE_TX_CONFIG] == 1'b1;
    config_changed_rx <= in_state_r[WRITE_RX_CONFIG] == 1'b1;
  end
always @* begin: out_fsm_next_calculate
  out_next = 7'b0;
  case (1'b1)
    out_state_r [READ_WAIT     ]:
      if (!fifo_write_full)   begin
        if (addr_changed_r)                                out_next[READ_INST_ADDR  ] = 1'b1;
        else if (config_changed_tx && !is_rec_w)           out_next[READ_TX_CONFIG] = 1'b1;
        else if (config_changed_rx &&  is_rec_w)           out_next[READ_RX_CONFIG] = 1'b1;
        else if (data_status_changed_rx_arr [channel_w] && is_rec_w)       out_next[READ_RX_DATA  ] = 1'b1;
        else if (status_changed_tx_arr [channel_w] &&  !is_rec_w)          out_next[READ_TX_STATUS] = 1'b1;
        else                                                out_next[READ_WAIT     ] = 1'b1;
      end else                                              out_next[READ_WAIT     ] = 1'b1;
    out_state_r [READ_INST_ADDR  ]:
      if (!fifo_write_full) begin
        if (!addr_changed_r)
          if (is_rec_w)                              out_next[READ_RX_DATA  ] = 1'b1;
          else                                        out_next[READ_TX_STATUS] = 1'b1;
        else                                          out_next[READ_INST_ADDR  ] = 1'b1;
      end else                                        out_next[READ_WAIT     ] = 1'b1;
      out_state_r [READ_RX_DATA  ]:
      if (!fifo_write_full) begin
        if (!addr_changed_r)                       out_next[READ_RX_STATUS] = 1'b1;
        else                                          out_next[READ_INST_ADDR  ] = 1'b1;
      end else                                        out_next[READ_WAIT     ] = 1'b1;
      out_state_r [READ_RX_CONFIG  ]:
      if (!fifo_write_full) begin
        if (!addr_changed_r) begin
          if (!config_changed_rx)                         out_next[READ_WAIT     ] = 1'b1;
          else                                            out_next[READ_RX_CONFIG] = 1'b1;
        end else                                          out_next[READ_INST_ADDR  ] = 1'b1;
      end else                                        out_next[READ_WAIT     ] = 1'b1;
      out_state_r [READ_RX_STATUS  ]:
      if (!fifo_write_full) begin
        if (!addr_changed_r)                       out_next[READ_RX_CONFIG] = 1'b1;
        else                                          out_next[READ_INST_ADDR  ] = 1'b1;
      end else                                        out_next[READ_WAIT     ] = 1'b1;
      out_state_r [READ_TX_CONFIG  ]:
      if (!fifo_write_full) begin
        if (!addr_changed_r) begin
          if (!config_changed_tx)                         out_next[READ_WAIT     ] = 1'b1;
          else                                            out_next[READ_TX_CONFIG] = 1'b1;
        end else                                          out_next[READ_INST_ADDR  ] = 1'b1;
      end else                                        out_next[READ_WAIT     ] = 1'b1;
      out_state_r [READ_TX_STATUS  ]:
      if (!fifo_write_full) begin
        if (!addr_changed_r)                       out_next[READ_TX_CONFIG] = 1'b1;
        else                                          out_next[READ_INST_ADDR  ] = 1'b1;
      end else                                        out_next[READ_WAIT     ] = 1'b1;
  endcase
end: out_fsm_next_calculate
genvar iter;
generate
  for (iter = 0; iter < CHANNEL_COUNT; iter = iter +1) begin
    always @(posedge clk, negedge rst_n) begin
      if( !rst_n ) begin
        word_picked_rx_arr [iter] <= 0;
      end
    end
  end
endgenerate
always @(posedge clk, negedge rst_n) begin
  if( !rst_n ) begin
    fifo_write_data <= 32'b0;
    fifo_write_inc  <= 0;
  end else begin
    case (1'b1)
      out_next  [READ_WAIT     ]: begin
        fifo_write_inc <= 0;
        word_picked_rx_arr [channel_w] <= 0;
      end
      out_next  [READ_INST_ADDR  ]: begin
        fifo_write_data <= {INST_ADDR_MODIFIER, 32'b0 | inst_addr_r};
        fifo_write_inc <= 1;
        word_picked_rx_arr [channel_w] <= 0;
      end
      out_next  [READ_RX_DATA  ]: begin
        word_picked_rx_arr [channel_w] <= 1;
        fifo_write_data <= {DATA_MODIFIER,  32'b0 |  rd_data_rx_arr [channel_w]};
        fifo_write_inc <= 1;
      end
      out_next  [READ_RX_CONFIG]:begin
        fifo_write_data <= {CONFIG_MODIFIER, 32'b0 | rd_config_rx_arr [channel_w]};
        fifo_write_inc <= 1;
        word_picked_rx_arr [channel_w] <= 0;
      end
      out_next  [READ_RX_STATUS]:begin
        fifo_write_data <= {STATUS_MODIFIER, 32'b0 | rd_status_rx_arr [channel_w]};
        fifo_write_inc <= 1;
        word_picked_rx_arr [channel_w] <= 0;
      end
      out_next  [READ_TX_STATUS]:begin
        fifo_write_data <= {STATUS_MODIFIER, 32'b0 | rd_status_tx_arr [channel_w]};
        fifo_write_inc <= 1;
      end
      out_next  [READ_TX_CONFIG]:begin
        fifo_write_data <= {CONFIG_MODIFIER, 32'b0 | rd_config_tx_arr [channel_w]};
        fifo_write_inc <= 1;
      end
    endcase
    end
  end
endmodule
==> reports/summary.log <==
INFO  critical_path  required=3.82ns
INFO  final_timing   final_hold_viol_count=0
INFO  yosys          synth_adder_area_share=0
INFO  clocking       clock_tree.root_cell=sky130_fd_sc_hd__clkbuf_16
INFO  final_timing   setup_slack=1.28ns
INFO  yosys          post_synth_xor_area_fraction=0
INFO  placement      detailed_place_hpwl=4710µm
INFO  placement      gpl.final_weighted_congestion=0.742
INFO  pwr            power.ir.vdd_worst=0.000148V
INFO  pwr            p_clk_frac=0.310
INFO  yosys          post_synth_top_area_share=0.473
INFO  floorplanning  die-area=25900µm²
INFO  critical_path  crit_end=fifo_write_data[13]
INFO  pwr            power.switching=308µW
INFO  final_timing   timing.clock.skew=0.00286ns
INFO  yosys          ys_ff=31
INFO  yosys          edf_count=0
INFO  critical_path  worstSetupPathDepth=5
INFO  yosys          yosys_cells=261
INFO  placement      place_worst_setup_slack=0.968ns
INFO  final_timing   slew_viol_final=0
INFO  clocking       worst_skew_pair_later_pin_latency=0.27ns
INFO  pwr            cell_internal_pwr=932µW
INFO  yosys          yosys_warning_total=292
INFO  critical_path  critical_path_buf_inv_count=1
INFO  global_routing grt_pass1_wl=8380µm
INFO  critical_path  cp_cell_sequence=clkdlybuf4s50_1, or2_1, a21oi_2, or2_1, nor2_1
INFO  drt            antenna-diode-count=0
INFO  critical_path  critical-path-slowest-cell=sky130_fd_sc_hd__or2_1
INFO  global_routing grt_start_max_net_pins=32
INFO  critical_path  crit_path_max_fanout=16
INFO  global_routing first_global_vias=1747
INFO  yosys          synthDominantAreaCellType=sky130_fd_sc_hd__buf_4
INFO  clocking       cts-hold-fix-buffers=0
INFO  drt            drc=0
INFO  clocking       post_cts.resized_instances=0
INFO  critical_path  timing.reg2reg.setup_slack=1.82ns
INFO  yosys          synth.avg_cell_area=9.30µm²
INFO  critical_path  worst_setup_path_start_kind=primary input
INFO  floorplanning  floorplan.core_area=19500µm²
INFO  drt            wl_per_cell=9.81µm
INFO  critical_path  critical_path.top_delay_family=simple AND/OR/NAND/NOR gates
INFO  critical_path  critical_path.reg2reg.endpoint=fifo_write_data[13]
INFO  final_timing   fmax=414MHz
INFO  floorplanning  dieWidth=161µm
INFO  flow_run       max-cap-violations=0
INFO  clocking       cts_tree=built
INFO  yosys          synth-async-reset-ratio=1.00
INFO  final_timing   final-setup-viol-count=0
INFO  critical_path  timing_worst_setup_path_type=primary input to register
INFO  yosys          post_synth_inst_count=261
INFO  drt            drt_pre_antenna_iters=4
INFO  final_timing   fin_crit_sh=0.653
INFO  clocking       clockBufferDepth=2
INFO  drt            drt_wl_total=5630µm
INFO  yosys          synth.cell_area=2430µm²
INFO  pwr            post-layout-total-power=1.24mW
INFO  hold_path      hold_crit_path_type=register to register
INFO  critical_path  critPathCaptureType=register
INFO  clocking       setup_buffers_after_cts=0
INFO  drt            via_per_inst=2.43
INFO  yosys          synth_cell_types=29
INFO  drt            dr.first_iter.drc_count=86
INFO  yosys          synth-main-ff-cell=sky130_fd_sc_hd__dfrtp_1
INFO  drt            route.vias.total=1392
INFO  pwr            power_frac_seq=0.402
INFO  yosys          mux_area_frac=0.0619
INFO  pwr            cellPowerDensity=451nW/µm²
INFO  global_routing globalRouteTotalUtil=0.0387
INFO  floorplanning  die_y=161µm
INFO  finish         final_area=2750µm²
INFO  critical_path  cp_data_arrival_time=2.54ns
INFO  global_routing antenna_found_initial=0
INFO  final_timing   final.min_clock_period=2.42ns
INFO  clocking       cts_sinks=31
INFO  run_status     result_of_the_run=completed
INFO  clocking       clock_tree.htree_level_count=2
INFO  final_timing   hold_ws=0.371ns
INFO  floorplanning  rows=51
INFO  finish         area_delta_synth_final=13.4%
INFO  pwr            netSwitchingFraction=0.249
INFO  yosys          seq_area_frac_synth=0.321
INFO  flow_run       openroad.warnings=205
INFO  yosys          yosys.area_share.aoi=0.0392
INFO  floorplanning  io_pins=376
INFO  final_timing   timing.slew.headroom=0.552
INFO  yosys          simple_gate_share=0.0872
INFO  yosys          yosysChipArea=2430µm²
INFO  critical_path  crit_top_cell=sky130_fd_sc_hd__or2_1
INFO  critical_path  crit_start=fifo_write_full
INFO  clocking       path_clk_slew=0.05ns
INFO  drt            final_antenna_net_count=0
INFO  global_routing aggregate_global_routing_overflow=0
INFO  critical_path  slowest_delay=0.59ns
INFO  placement      placement.cell_area=2610µm²
INFO  finish         layout-drive-gt1-share=0.0518
INFO  pwr            leakage=1.34nW
INFO  critical_path  worstRegToRegCells=4
INFO  yosys          synth.area.top_cells=sky130_fd_sc_hd__buf_4 (47%), sky130_fd_sc_hd__dfrtp_1 (30%), sky130_fd_sc_hd__mux2i_1 (6.2%)
INFO  final_timing   grt_setup_unrepaired=false
INFO  yosys          top_logic_kind=buffers and inverters
INFO  critical_path  worst_r2r_startpoint=out_state_r[0]
INFO  final_timing   worstMarginPinSlew=0.672ns
INFO  placement      placement.io_buffers=43
INFO  clocking       clock_buffer_count_from_cts=5
INFO  floorplanning  fp_util=0.124
INFO  pwr            comb_power_share=0.288
INFO  final_timing   setup-tns-final=0ns
## worst min path at each step
stage,startpoint,end,slack [ns],cells after the start
final,in_state_r[1],config_changed_tx,0.37,0
after global routing,in_state_r[1],config_changed_tx,0.40,0
after CTS,in_state_r[1],config_changed_tx,0.38,0
## cell usage after synthesis, types with 3 or more instances
master                    instances
sky130_fd_sc_hd__mux2i_1         15
sky130_fd_sc_hd__inv_1            4
sky130_fd_sc_hd__o21ai_1          4
sky130_fd_sc_hd__dfrtp_1         29
sky130_fd_sc_hd__nor3_1           3
sky130_fd_sc_hd__nor2_1          17
sky130_fd_sc_hd__buf_4          153
sky130_fd_sc_hd__nand2_1          5
## worst reg2reg max path: stages (launching register included)
cell and delay (ns):
sky130_fd_sc_hd__dfstp_2 0.59, sky130_fd_sc_hd__nand3b_1 0.11, sky130_fd_sc_hd__a21oi_2 0.32, sky130_fd_sc_hd__or2_1 0.59
sky130_fd_sc_hd__nor2_1 0.13
## metrics by stage
| step | std cells | util |
|---|---|---|
| 6_report | 574 | 0.141 |
| 3_5_place_dp | 566 | 0.134 |
| 5_1_grt | 574 | 0.141 |
| 2_1_floorplan | 412 | - |
| 4_1_cts | 574 | 0.141 |
| 3_3_place_gp | 566 | 0.134 |
## state kept, by name, summed over array words and instances, names as in the netlist
register           count
in_state_r             5
config_changed_tx      1
out_state_r            4
fifo_read_inc          1
addr_changed_r         1
fifo_write_data       18
fifo_write_inc         1
## layer usage
layer | part of all wire | global-route usage | routed length (µm) | up-vias
met1 | 0.46 | 0.0518 | 2600 | 623
met3 | 0.10 | 0.0155 | 569 | 5
met5 | 0 | 0 | 0 | -
met2 | 0.42 | 0.0596 | 2380 | 146
li1 | - | - | - | 618
met4 | 0.015 | 0.00455 | 82 | 0
## power groups by stage
stage         clock (mW)  sequential [mW]  combinational, mW
CTS                0.399            0.500              0.375
finish             0.385            0.499              0.357
global route       0.418            0.517              0.416
## cell families after synthesis
group	Yosys count
DFF	31
and+or+nand+nor	41
other	1
AOI/OAI and AO/OA	12
muxes	15
buffers and inverters	161
## layout make-up
class | instances | area [µm²]
clock buffers | 7 | 133
clock inverters | 1 | 5.00
fillers | 2242 | 16800
inverters | 5 | 18.8
multi-input cells | 220 | 1040
flip-flops and latches | 31 | 778
well taps | 265 | 332
repair buffers | 45 | 445
## layout by cell type, fill, tap and decap left out, types with 2 or more instances in the layout
cell,n
sky130_fd_sc_hd__nand3_1,2
sky130_fd_sc_hd__nor3_1,3
sky130_fd_sc_hd__dfstp_2,2
sky130_fd_sc_hd__buf_4,2
sky130_fd_sc_hd__a21o_1,2
sky130_fd_sc_hd__dfrtp_1,29
sky130_fd_sc_hd__nor4_1,2
sky130_fd_sc_hd__clkdlybuf4s50_1,43
sky130_fd_sc_hd__or3b_1,2
sky130_fd_sc_hd__a21oi_2,2
sky130_fd_sc_hd__inv_1,4
sky130_fd_sc_hd__clkbuf_16,5
sky130_fd_sc_hd__nor3b_1,2
sky130_fd_sc_hd__o21ai_1,4
sky130_fd_sc_hd__nand2b_1,2
sky130_fd_sc_hd__or2_1,2
sky130_fd_sc_hd__mux2i_1,15
sky130_fd_sc_hd__nand2_1,5
sky130_fd_sc_hd__nor2_1,17
sky130_fd_sc_hd__conb_1,152
sky130_fd_sc_hd__clkbuf_1,2
Power and IR drop assume default switching activity.
